$ cat /design/flow/run.sh
#!/bin/bash
# OpenROAD 26Q1-2900-gdf79404cd8, Yosys 0.63+post, stock flow scripts
make -C /OpenROAD-flow-scripts/flow DESIGN_CONFIG=/design/flow/config.mk WORK_HOME=/design/flow/orfs finish
$ cat /design/flow/config.mk
export PLATFORM = sky130hd
export DESIGN_NAME = ssd_driver
export DESIGN_NICKNAME = ssd_driver
export VERILOG_FILES = /design/flow/design.v
export SDC_FILE = /design/flow/constraint.sdc
export NUM_CORES = 4
export LEC_CHECK = 1
export CORE_AREA = 10 10 70 70
export DIE_AREA = 0 0 80 80
$ cat /design/flow/constraint.sdc
current_design ssd_driver

set clk_period 2.8
set clk_io_pct 0.2

create_clock -name clk0 -period $clk_period

set non_clock_inputs [all_inputs -no_clocks]
set_input_delay [expr $clk_period * $clk_io_pct] -clock clk0 $non_clock_inputs
set_output_delay [expr $clk_period * $clk_io_pct] -clock clk0 [all_outputs]
$ cat /design/flow/design.v
`timescale 1ns / 1ps
module ssd_driver(
    input clk,
    output reg [3:0] an,
    output wire [6:0] seg,
    output dp,
    input [31:0] ssd_bits,
    input ssd_char_mode
    );
    assign dp = 1'b1;  
    reg [5:0] sel = 4'b0000;
    reg [15:0] cnt;  
    wire [1:0] dis;
    assign dis = 2'b00;
    always @(posedge clk) begin
        cnt <= cnt + 1;
    end
    reg [6:0] bit_seg;
    reg [6:0] char_seg;
    assign seg = ssd_char_mode ? char_seg : bit_seg;
    always @(*) begin
        case (dis)
            2'b00: begin
                sel = ssd_bits[5:0];
                an = 4'b1110;
                bit_seg = ssd_bits[6:0];
            end
            2'b01: begin
                sel = ssd_bits[13:8];
                an = 4'b1101;
                bit_seg = ssd_bits[14:8];
            end
            2'b10: begin
                sel = ssd_bits[21:16];
                an = 4'b1011;
                bit_seg = ssd_bits[22:16];
            end
            2'b11: begin
                sel = ssd_bits[29:24];
                an = 4'b0111;
                bit_seg = ssd_bits[30:24];
            end
        endcase
    end
    always @(*) begin
        case (sel)
            6'h00: char_seg = 7'b1000000;  
            6'h01: char_seg = 7'b1111001;  
            6'h02: char_seg = 7'b0100100;  
            6'h03: char_seg = 7'b0110000;  
            6'h04: char_seg = 7'b0011001;  
            6'h05: char_seg = 7'b0010010;  
            6'h06: char_seg = 7'b0000010;  
            6'h07: char_seg = 7'b1111000;  
            6'h08: char_seg = 7'b0000000;  
            6'h09: char_seg = 7'b0010000;  
            6'h0A: char_seg = 7'b0001000;  
            6'h0B: char_seg = 7'b0000011;  
            6'h0C: char_seg = 7'b1000110;  
            6'h0D: char_seg = 7'b0100001;  
            6'h0E: char_seg = 7'b0000110;  
            6'h0F: char_seg = 7'b0001110;  
            6'h10: char_seg = 7'b1000010;  
            6'h11: char_seg = 7'b0001011;  
            6'h12: char_seg = 7'b1101111;  
            6'h13: char_seg = 7'b1100001;  
            6'h14: char_seg = 7'b0001101;  
            6'h15: char_seg = 7'b1000111;  
            6'h16: char_seg = 7'b1001000;  
            6'h17: char_seg = 7'b0101011;  
            6'h18: char_seg = 7'b0100011;  
            6'h19: char_seg = 7'b0001100;  
            6'h1A: char_seg = 7'b1000100;  
            6'h1B: char_seg = 7'b0101111;  
            6'h1C: char_seg = 7'b1010010;  
            6'h1D: char_seg = 7'b0000111;  
            6'h1E: char_seg = 7'b1100011;  
            6'h1F: char_seg = 7'b1100111;  
            default: char_seg = 7'b0110110;  
        endcase        
    end
endmodule
==> Slide: Implementation Results <==
Synthesis and Place & Route Summary

Run status
  • Status: complete, no violations

Power
  • Max VDD drop: 0.0000513 V
  • Power Dens Cells: 138 nW/um^2
  • P_leak: 0.488 nW
  • Final Power: 146 uW

Floorplanning
  • Die height: 80 um
  • Rows: 21
  • Die Width: 80 um
  • Fp_density: 18.8%
  • I/O pins: 46
  • Chip area: 6400 um^2
  • Core Box Area: 3420 um^2

Layout
  • Flop area: 0 um^2
  • Layout cells sized above 1: 32.8%
  • Most used logic cell in the final layout: buf_4
  • Synth-to-layout area growth: 63.6%
  • Fillcell total: 368
  • Post-route cell area: 1050 um^2
  • Flop count: 0
  • Finished Layout Cells: 177
  • # clk buffers: 0
  • Most numerous logic cells after layout: buf_4 (26), o21ai_1 (7), o21ai_0 (6), nor2_1 (6), dlygate4sd2_1 (6)
  • Final Util: 30.8%

Job
  • Tool warnings: 65
  • Max Cap Violations: 0

Global routing
  • Largest net degree at the start of global routing: 17
  • Total GRT Usage: 5.75%
  • Vias in the first global route: 722
  • Remaining global-route overflow: 0
  • Initial antenna violation count: 0
  • Global-route wire length before repair: 3.15 mm

Critical path
  • Slowest stage delay, CP: 480 ps
  • Slowest CP cell: clkdlybuf4s50_1
  • CP Cell Sequence: dlygate4sd2_1 > buf_6 > or4_1 > o21ai_1 > a31oi_1 > o22ai_2 > clkdlybuf4s50_1
  • WP data arrival: 2170 ps
  • Critical path origin: ssd_bits[3]
  • Worst setup path end: seg[6]
  • Stages on worst setup path: 7
  • Crit Path Max Fanout: 7
  • CP top delay family: buffers and inverters
  • CP Launch Type: input port
  • Crit. End Element: output port
  • Crit path required time: 2240 ps
  • Setup CP Type: input port to output port
  • Worst Path Buf+Inv: 3

Synthesis
  • Mapped Area: 643 um^2
  • Syn. warnings: 1
  • Ys cells: 96
  • Seq share, synth: 0%
  • Cell Type Count: 36
  • Cells after synthesis: 96
  • Syn Area/Cell: 6.70 um^2
  • YS chip area: 643 um^2

Routing
  • Wire per inst: 11.5 um
  • Diodes inserted: 0
  • DRT Wirelength: 2.03 mm
  • DRT antenna net count: 0
  • Pre-antenna DRT Iters: 4
  • DRC violations left: 0
  • Vias after detailed routing: 795
  • Routed vias/inst: 4.49
  • Initial drt markers: 58

Place
  • PortBufs: 15
  • Placed insts: 175
  • Placer Congestion: 0.886
  • DP HPWL: 1.59 mm
  • Area after DPL: 985 um^2

STA
  • Final period utilization: 97.5%
  • Setup TNS: 0 ps
  • Final setup viols: 0
  • Minimum clock period: 2730 ps
  • Fmax: 366 MHz
  • Slew Limit Fails: 0
  • Fin. Hold Viols: 0

Min path
  • Hold path cells: 3
  • HP Class: input port to output port

CTS
  • # hold bufs at CTS: 0
==> metrics by stage <==
step	setup slack, ps	hold slack (ps)
after floorplan	708	1170
after global placement	-379	2050
after detailed placement	-359	2050
after CTS	6.66	1860
after global routing	-15.4	1730
final	69.2	1690
==> power by group <==
part           internal [mW]  switching [mW]
logic                 0.0799          0.0657
registers                  0               0
clock network              0               0
==> worst min path at each step <==
stage	start	to	slack, ps
after CTS	ssd_bits[1]	seg[1]	1860
after global routing	ssd_bits[5]	seg[5]	1730
final	ssd_char_mode	seg[3]	1690
==> timing repair <==
action | in CTS | in global routing
setup endpoints to repair | 7 | 3
gates resized | 22 | 9
buffers inserted | 0 | 2
pin swaps | 6 | 1
endpoints found under the hold margin | 0 | 0
==> logic make-up (layout without fill, tap and decap cells) <==
kind of cell             after synthesis  count (layout)  share of synthesized area (%)
buffers and inverters                 19              51                           16.5
AND/OR/NAND/NOR                       26              26                           21.6
multiplexers                           3               3                           5.45
other                                  2               5                           1.17
AND-OR/OR-AND                         38              38                           39.7
adder cells (fa/ha/maj)                8               8                           15.6
==> final cells by class <==
cell class | count | area, um^2 | share of cell area, %
Inverter | 7 | 26.3 | 2.50
Multi-Input combinational cell | 80 | 607 | 57.7
Tap cell | 46 | 57.6 | 5.47
Timing Repair Buffer | 44 | 362 | 34.4
==> Yosys cell counts (2+ instances only) <==
cell	n	share of area [%]
and2_1	2	1.9
buf_4	6	7.0
nor2b_1	2	1.9
conb_1	2	1.2
nor4b_1	2	2.7
o21ai_1	7	5.4
nor2_1	6	3.5
mux2i_1	2	3.1
ha_1	8	16
buf_2	4	3.1
a211oi_1	3	3.5
nand2_1	4	2.3
inv_1	7	4.1
nand3_1	2	1.6
a21oi_1	5	3.9
nand2b_1	4	3.9
nor3_1	2	1.6
o211ai_1	4	4.7
o211a_1	2	3.1
o21ai_0	6	4.7
==> metal layers <==
| layer | GRT usage, % | wire length [um] |
|---|---|---|
| met5 | 0 | 0 |
| met4 | 0 | 0 |
| met3 | 1.25 | 137 |
| met2 | 8.59 | 834 |
| met1 | 8.64 | 1060 |
No activity file was given, so power comes from the tool's default toggle rates.
