===== design/flow/design.v =====
`timescale 1ns / 1ps
 module convert_to_bcd(
    input wire [15:0] in,
    output wire [15:0] out
    );
    reg [15:0] tmp;
    assign out = tmp;
    integer i;
    always @(in) begin
        tmp = 0;
        for (i=15; i>=0; i=i-1) begin
            if (tmp[15:12] >= 5) tmp[15:12] = tmp[15:12]+3;
            if (tmp[11:8] >= 5) tmp[11:8] = tmp[11:8]+3;
            if (tmp[7:4] >= 5) tmp[7:4] = tmp[7:4]+3;
            if (tmp[3:0] >= 5) tmp[3:0] = tmp[3:0]+3;
            tmp = tmp << 1;
            tmp[0] = in[i];
        end
    end
endmodule

===== design/flow/run.sh =====
#!/bin/bash
# OpenROAD 26Q1-2900-gdf79404cd8, Yosys 0.63+post, stock flow scripts
make -C /OpenROAD-flow-scripts/flow DESIGN_CONFIG=/design/flow/config.mk WORK_HOME=/design/flow/orfs finish

===== design/flow/config.mk =====
export PLATFORM = sky130hd
export DESIGN_NAME = convert_to_bcd
export DESIGN_NICKNAME = convert_to_bcd
export VERILOG_FILES = /design/flow/design.v
export SDC_FILE = /design/flow/constraint.sdc
export NUM_CORES = 4
export LEC_CHECK = 1
export CORE_UTILIZATION = 40

===== design/flow/constraint.sdc =====
current_design convert_to_bcd

set clk_period 23.8
set clk_io_pct 0.2

create_clock -name clk0 -period $clk_period

set non_clock_inputs [all_inputs -no_clocks]
set_input_delay [expr $clk_period * $clk_io_pct] -clock clk0 $non_clock_inputs
set_output_delay [expr $clk_period * $clk_io_pct] -clock clk0 [all_outputs]

==> impl_metrics.toml <==
# implementation run metrics
[finish]
final_layout_top_logic_cells = "71 x nor2_1, 57 x nand2_1, 47 x inv_1, 47 x a21oi_1, 46 x o21ai_0"
drive_gt1_share_pct = 11.29
final_cell_area_mm2 = 0.005290
fill_cells = 1193
flops = 0
syn_to_final_growth_pct = 7.092
logic_area_mm2 = 0.004569
clkbuf_count = 0
layout.cells.most_common = "nor2_1"
regArea_um2 = 0

[clocking]
cts_setup_buffers = 0

[die]
fp.dieH_um = 113.1
die_w_um = 113.1
die_area_mm2 = 0.01280
fp-row-count = 40
ios = 32
initCoreUtil_pct = 41.13
core_area_mm2 = 0.01201

[place]
dp_hpwl_um = 8935
routabilityCongestion = 0.8950
place_area_mm2 = 0.005284
port_buffers = 30

[yosys]
syn-instance-count = 738
syn-cell-area_mm2 = 0.004940
yosys-stat-area_mm2 = 0.004940
yosysSeqAreaShare_pct = 0
yosysTopAreaCellShare_pct = 7.599
synthTopCellsByArea = "ha_1 7.6%, nor2_1 5.4%, a21oi_1 4.8%, o21ai_0 4.7%, nand2_1 4.3%"
synth_cell_type_count = 101
ys_warn_count = 1
largest_area_cell = "ha_1"
synth.avg_cell_area_um2 = 6.693
yosys-stat-cells = 738

[critical_path]
worstPathRequired_ns = 19.04
crit_path_frequent_cell = "ha_1"
path_class = "in2out"
cp-end-kind = "primary output"
slowest_stage = "clkdlybuf4s50_1"
worstSetupStartpointType = "input pin"
cp_max_fo = 9
cp.arrival_ns = 17.67
slowest_delay_ns = 0.60

[route]
via_count = 5353
drtAntennaViolNets = 0
route.detailed.drc = 0
num_antenna_cells = 0
drtIter0Drc = 307
wl_per_cell_um = 13.05
drt_pass1_iterations = 5
wl_um = 11510
vias_per_cell = 6.069

[final_timing]
tightest_slew_ns = 0.7564
max_slew_margin_pct = 48.88
rsz0062_at_grt = "no"
min_period_ns = 22.43
max_freq_mhz = 44.59
hold_violations = 0
finalClockPeriodUsage_pct = 94.23
finalSetupViolations = 0
finalSetupTns_ns = 0
whs_ns = 9.520
slew_violations = 0

[min_path]
hold_class = "in2out"

[run_status]
outcome = "completed"

[global_routing]
overflow = 0
antenna_found_initial = 0
grtUsageTotal_pct = 18.05
grt_pass1_wl_um = 20290
first_global_vias = 4634
grt_start_max_net_pins = 21

[flow_run]
warning_count = 37
maxCapViolCount = 0
==> worst paths after layout <==
kind,start,endpoint,slack (ns),depth (start not counted)
max,in[13],out[14],1.37,60
min,in[0],out[0],9.52,0
==> logic make-up (layout without fill, tap and decap cells) <==
family          after synthesis  after routing  synth area share (%)
xor+xnor                     24             24                 5.446
simple gates                250            250                 25.13
buf+inv                      94             91                 7.776
fa+ha+maj                    31             31                 7.801
compound gates              309            309                 46.81
mux                          30             30                 7.041
==> area by class of cell <==
| type | instances | share of cell area [%] |
|---|---|---|
| timing repair buffer | 32 | 5.960 |
| tap | 147 | 3.477 |
| inverter | 59 | 4.186 |
| multi-input combinational | 644 | 86.38 |
==> worst max-delay path, delay by kind of cell <==
kind	cells	cell delay (ns)
AOI/OAI and AO/OA	18	4.03
xor gates and xnor gates	5	1.20
adders and majority gates	12	2.77
buffers and inverters	9	1.84
muxes	3	0.57
and+or+nand+nor	13	2.44
==> metrics by stage <==
| step | setup slack [ns] | utilization [%] | instances |
|---|---|---|---|
| 2_1_floorplan | 3.722 | - | 738 |
| 3_3_place_gp | 1.831 | 43.99 | 882 |
| 3_5_place_dp | 1.355 | 43.99 | 882 |
| 4_1_cts | 1.289 | 43.99 | 882 |
| 5_1_grt | 0.03394 | 44.04 | 882 |
| 6_report | 1.373 | 44.04 | 882 |
==> cells in the mapped netlist (13+ instances only) <==
| master | count |
|---|---|
| a211oi_1 | 13 |
| a21oi_1 | 47 |
| a31oi_1 | 18 |
| clkbuf_1 | 20 |
| ha_1 | 30 |
| inv_1 | 47 |
| mux2i_1 | 15 |
| nand2_1 | 57 |
| nand3_1 | 23 |
| nor2_1 | 71 |
| nor3_1 | 25 |
| o211ai_1 | 14 |
| o21a_1 | 13 |
| o21ai_0 | 46 |
| o22ai_1 | 14 |
| xnor2_1 | 15 |
==> routing by layer <==
layer  GRT usage [%]  wire length [um]
met3          0.1638               296
met1           26.85              6013
met4           1.667                56
met5               0                 0
met2           30.51              5141
==> repair_timing <==
action / in CTS / in global routing
hold endpoints to repair: 0 / 0
setup endpoints to repair: 0 / 2
gates resized: 0 / 1
hold buffers: 0 / 0
